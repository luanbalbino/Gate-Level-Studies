==> ./config.mk <==
export PLATFORM = sky130hd
export DESIGN_NAME = ALU
export DESIGN_NICKNAME = ALU
export VERILOG_FILES = /design/flow/design.v
export SDC_FILE = /design/flow/constraint.sdc
export NUM_CORES = 4
export LEC_CHECK = 1
export CORE_AREA = 10 10 108 108
export DIE_AREA = 0 0 118 118
==> ./constraint.sdc <==
current_design ALU

set clk_period 5.9
set clk_io_pct 0.2

create_clock -name clk0 -period $clk_period

set non_clock_inputs [all_inputs -no_clocks]
set_input_delay [expr $clk_period * $clk_io_pct] -clock clk0 $non_clock_inputs
set_output_delay [expr $clk_period * $clk_io_pct] -clock clk0 [all_outputs]
==> ./design.v <==
`timescale 1ns/1ps
module ALU (o1, i1, i2, opcode);
    input  [7:0] i1, i2;
    input  [2:1] opcode;
    output reg [7:0] o1;
    always @(*) begin
        case (opcode)
            2'b00: o1 = i1 + i2;
            2'b01: o1 = i1 - i2;
            2'b10: o1 = i1 * i2;
            default: o1 = 8'h00;
        endcase
    end
    specify
        if (opcode == 2'b00)
        (i1, i2 *> o1) = (15.0, 15.0);
        if (opcode == 2'b01)
        (i1, i2 *> o1) = (10.0, 10.0);
        if (opcode == 2'b10)
            (i1, i2 *> o1) = (7.0, 7.0);
    endspecify
endmodule
==> ./run.sh <==
#!/bin/bash
# OpenROAD 26Q1-2900-gdf79404cd8, Yosys 0.63+post, stock flow scripts
make -C /OpenROAD-flow-scripts/flow DESIGN_CONFIG=/design/flow/config.mk WORK_HOME=/design/flow/orfs finish
==> impl_metrics.py <==
# Synthesis and PnR figures
metrics = {
    "detailed_routing": {
        "vias_per_cell": 3.67,
        "dr.pass1.iters": 4,
        "drcViolationCount": 0,
        "vias": 1369,
        "drt.antenna.violating_nets": 0,
        "antennaDiodeCount": 0,
        "first_iter_violations": 72,
        "wl_per_cell_um": 11.1,
        "wl_mm": 4.15,
    },
    "critical_path": {
        "cp_slowest_cell": "clkdlybuf4s50_1",
        "critPathBufInv": 6,
        "worst-path-max-fanout": 5,
        "cpMostUsedCell": "fa_1",
        "worstPathRequired_ns": 4.72,
        "worst-setup-path-type": "in -> out",
        "start_kind": "input pin",
        "critPathMaxStageDelay_ns": 0.50,
        "crit_family": "adder cells",
        "end_kind": "output pin",
        "arrival_ns": 4.55,
        "cp_cell_sequence": "clkbuf_4, nand2_2, fa_2, fa_1, inv_1, fa_1, inv_1, fa_1, inv_2, ha_4, buf_4, xnor2_1, nand2_1, o31ai_1, clkdlybuf4s50_1",
    },
    "global_routing": {
        "antenna_found_initial": 0,
        "grt_max_degree": 14,
        "grt_pass1_vias": 1481,
        "grt_first_pass_wirelength_mm": 7.16,
        "grt_use_total_pct": 6.14,
        "grt_remaining_overflow": 0,
    },
    "layout": {
        "fill_cells": 1051,
        "area_growth_pct": 50.2,
        "combGateArea_um2": 1380,
        "fin_area_um2": 2180,
        "clockBufferCount": 0,
        "drive_gt1_share_pct": 33.6,
        "ff_count": 0,
        "seqCellArea_um2": 0,
    },
    "placement": {
        "dpl_cell_area_um2": 2090,
        "dpl_worst_slack_ns": -1.20,
        "io_buffers": 26,
        "dpl.hpwl_mm": 3.68,
        "routabilityCongestion": 0.880,
    },
    "worst_hold_path": {
        "hp-class": "in -> out",
    },
    "final_timing": {
        "drv_slew": 0,
        "worst_slack_ns": 0.171,
        "relSlewSlack_pct": 75.6,
        "rsz0062_at_grt": "no",
        "worst_slew_pin_slew_ns": 0.363,
        "fin_crit_ns": 5.73,
        "min_period_over_period_pct": 97.1,
        "finalSetupViolCount": 0,
        "fmax_ghz": 0.175,
        "holdWs_ns": 3.20,
        "hold_viol_final": 0,
    },
    "power": {
        "p_clk_share_pct": 0,
        "p_int_uw": 173,
        "leakage_uw": 0.00103,
        "switchingPower_uw": 139,
        "power_frac_seq_pct": 0,
        "p_per_area_nw_per_um2": 143,
        "netSwitchingFraction_pct": 44.6,
        "vdd_ir_drop_max_v": 0.0000890,
        "fin_total_pwr_uw": 311,
        "pwr-share-comb_pct": 100.0,
    },
    "flow_run": {
        "cap_violations": 0,
        "openroad.warnings": 33,
    },
    "die": {
        "fp-row-count": 35,
        "ios": 26,
        "chip_area_um2": 13900,
        "fp_util_pct": 15.6,
        "die-width_um": 118,
        "fp.coreArea_um2": 9280,
        "die-height_um": 118,
    },
    "synthesis": {
        "ys_seq_share_pct": 0,
        "yosys_area_um2": 1450,
        "netlist_instances": 188,
        "syn-cell-area_um2": 1450,
        "syn_area_per_cell_um2": 7.73,
        "synth.distinct_cells": 30,
        "ys_warn_count": 1,
        "yosys_cells": 188,
    },
    "outcome": {
        "status": "finished, final reports clean",
    },
    "clock_tree": {
        "cts.hold.buffers_added": 0,
    },
}
==> timing repair <==
| item | CTS | global route |
|---|---|---|
| setup endpoints to repair | 4 | 1 |
| buffers inserted | 2 | 1 |
| pin swaps | 20 | 9 |
| gates resized | 72 | 14 |
==> cell usage in the layout (no fill, tap or decap), drive strengths merged, types with 6 or more instances in the layout <==
| cell | instances |
|---|---|
| inv | 34 |
| buf | 42 |
| dlygate4sd2 | 6 |
| nor2 | 10 |
| clkdlybuf4s50 | 11 |
| xnor2 | 17 |
| fa | 13 |
| nand2 | 25 |
| ha | 25 |
| and2 | 9 |
| o21ai | 7 |
==> worst paths after layout <==
kind,start,end,depth (start not counted)
max,i1[1],o1[6],15
min,i1[6],o1[7],7
==> Yosys cell counts (all sizes together) <==
cell,count,area [µm²]
a21oi,5,25.0
xnor3,2,45.0
a31oi,4,25.0
nand2b,1,6.26
xor2,5,43.8
fa,13,260
clkbuf,2,7.51
nor2,10,37.5
buf,3,33.8
o31ai,3,22.5
o21a,4,30.0
and2,9,61.3
o21ai,7,35.0
nor3,5,25.0
nand2,25,98.8
xnor2,17,156
mux2,1,11.3
nor2b,4,25.0
ha,25,313
o211ai,1,7.51
and3,1,6.26
inv,34,128
a21o,2,16.3
nand3b,3,22.5
nand3,2,10.0
==> power groups by stage <==
stage	Sequential [µW]	Combinational (µW)	Clock (µW)
after CTS	0	312	0
after global routing	0	353	0
final	0	311	0
==> area by class of cell <==
| class | count | area share [%] |
|---|---|---|
| inverters | 34 | 6.08 |
| well taps | 129 | 7.40 |
| multi-input cells | 149 | 63.4 |
| repair buffers | 61 | 23.1 |
==> tightest hold or removal path, delay by kind of cell <==
| family | cells | cell delay (ns) |
|---|---|---|
| AOI/OAI and AO/OA | 2 | 0.15 |
| xor gates and xnor gates | 1 | 0.13 |
| adders and majority gates | 1 | 0.14 |
| buffers and inverters | 3 | 0.41 |
==> metal layers <==
metal	up-vias	part of all wire (%)	routed length [µm]	global-route usage, %
met5	-	0	0	0
met4	0	0.68	28	0.386
met2	18	49	2010	11.0
met1	636	48	1990	8.10
li1	713	-	-	-
met3	2	2.8	115	0.535
==> stage by stage <==
step / util (%) / setup TNS, ns / std cells
after floorplan: - / 0 / 188
after global placement: 22.5 / -2.48 / 372
after detailed placement: 22.5 / -2.29 / 372
after CTS: 23.6 / 0 / 374
after global routing: 23.5 / 0 / 373
final: 23.5 / 0 / 373
==> kinds of logic (layout without fill, tap and decap cells) <==
logic type               Yosys count  after routing  share of synthesized area [%]
AND/OR/NAND/NOR                   60             60                           20.2
buffers and inverters             39             95                           11.6
adder cells (fa/ha/maj)           38             38                           39.4
AND-OR/OR-AND                     26             26                           11.1
XOR/XNOR                          24             24                           16.9
multiplexers                       1              1                          0.775
Power figures rest on the tool's default switching activity, not on a simulated workload.
