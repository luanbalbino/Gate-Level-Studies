`design/flow/config.mk`:
```
export PLATFORM = sky130hd
export DESIGN_NAME = alu_register_4bit
export DESIGN_NICKNAME = alu_register_4bit
export VERILOG_FILES = /design/flow/design.v
export SDC_FILE = /design/flow/constraint.sdc
export NUM_CORES = 4
export LEC_CHECK = 1
export CORE_AREA = 10 10 70 70
export DIE_AREA = 0 0 80 80
```
`design/flow/constraint.sdc`:
```
current_design alu_register_4bit

set clk_period 1.4
set clk_io_pct 0.2

create_clock -name clk0 -period $clk_period [get_ports {clk}]

set non_clock_inputs [all_inputs -no_clocks]
set_input_delay [expr $clk_period * $clk_io_pct] -clock clk0 $non_clock_inputs
set_output_delay [expr $clk_period * $clk_io_pct] -clock clk0 [all_outputs]
```
`design/flow/design.v`:
```
module alu_register_4bit (
    input  logic        clk,
    input  logic        reset,
    input  logic [3:0]  data_in,
    input  logic [1:0]  alu_op,
    input  logic        load,
    output logic [3:0]  data_out,
    output logic        zero_flag
);
    logic [3:0] alu_result;
    always_comb begin
        case (alu_op)
            2'b00: alu_result = data_in + 4'd1;
            2'b01: alu_result = data_in - 4'd1;
            2'b10: alu_result = data_in & 4'b1010;
            2'b11: alu_result = data_in | 4'b0101;
            default: alu_result = 4'b0000;
        endcase
    end
    always_ff @(posedge clk or negedge reset) begin
        if (!reset)
            data_out <= 4'b0000;
        else if (load)
            data_out <= alu_result;
    end
    assign zero_flag = (data_out == 4'b0000);
endmodule
```
`design/flow/run.sh`:
```
#!/bin/bash
# OpenROAD 26Q1-2900-gdf79404cd8, Yosys 0.63+post, stock flow scripts
make -C /OpenROAD-flow-scripts/flow DESIGN_CONFIG=/design/flow/config.mk WORK_HOME=/design/flow/orfs finish
```
==> results.sh <==
# implementation run metrics
export IMPL_regMostFlops="data_out"
export IMPL_netlist_area_leader_share_pct=34.6
export IMPL_cts_tree="done"
export IMPL_setup_viol=0
export IMPL_skew_ps=0
export IMPL_grt_pass1_wl_microns=1640
export IMPL_top_level_ports=14
export IMPL_globalRouteTotalUtil_pct=3.13
export IMPL_fin_crit_sh_pct=96.1
export IMPL_die_width_microns=80
export IMPL_arrival_ps=1530
export IMPL_htreeDepth=1
export IMPL_nFillCells=398
export IMPL_cts_root_buffer="clkbuf_4"
export IMPL_grt_pass1_vias=372
export IMPL_p_per_area_nw_per_um2=742
export IMPL_leakagePower_uw=0.000259
export IMPL_r2r_slack_ps=440
export IMPL_avgSynthCellArea_sq_um=9.03
export IMPL_io_buffers=13
export IMPL_gp_congestion=0.775
export IMPL_yosysTopAreaCell="dfrtp_1"
export IMPL_criticalPathCategory="input port to flip-flop"
export IMPL_wl_per_cell_microns=9.34
export IMPL_yosysWarnings=1
export IMPL_chip_area_sq_um=6400
export IMPL_r2r_end="data_out[3]$_DFFE_PN0P_"
export IMPL_slew_violations=0
export IMPL_irDropWorstVdd_v=0.000239
export IMPL_synthTopCellsByArea="dfrtp_1 (35%), a21oi_1 (6.9%), xnor2_1 (6.1%)"
export IMPL_final_comb_area_sq_um=221
export IMPL_tool_warnings=27
export IMPL_drc_errors=0
export IMPL_via_per_inst=3.26
export IMPL_rows=21
export IMPL_finalPower_uw=452
export IMPL_largest_reg_flops=4
export IMPL_clk_pin_slew_ps=40
export IMPL_die_h_microns=80
export IMPL_reg2regPathDepth=4
export IMPL_cp_end_kind="flip-flop"
export IMPL_ys_chip_area_sq_um=289
export IMPL_max_clock_freq_ghz=0.743
export IMPL_core_area_sq_um=3420
export IMPL_syn_area_sq_um=289
export IMPL_seq_area_sq_um=100
export IMPL_dpl_cell_count=98
export IMPL_yosys_stat_cells=32
export IMPL_ys_types=22
export IMPL_antenna_left=0
export IMPL_routed_wl_microns=971
export IMPL_hold_class="input port to asynchronous set/reset pin"
export IMPL_cts_made_buffers=3
export IMPL_drt_iter0_drc=24
export IMPL_finalHoldViolCount=0
export IMPL_synth_seq_cells=4
export IMPL_final_common_cell="buf_4"
export IMPL_antenna_found_initial=0
export IMPL_fp_util_pct=8.46
export IMPL_required_ps=1580
export IMPL_grt_ovfl_total=0
export IMPL_worstPathMaxFanout=2
export IMPL_firstDrtPassIters=3
export IMPL_worst_pin_slew_ps=226
export IMPL_fin_crit_ps=1350
export IMPL_grt_max_degree=8
export IMPL_vias=339
export IMPL_synthCells=32
export IMPL_ys_seq_share_pct=34.6
export IMPL_relSlewSlack_pct=84.9
export IMPL_status="completed"
export IMPL_reg_largest_list="data_out (4)"
export IMPL_final_cells=104
export IMPL_cts_buffer_depth=2
export IMPL_finalHoldWorstSlack_ps=234
export IMPL_ctsHoldBuffers=0
export IMPL_antennaDiodeCount=0
export IMPL_drv_max_cap_violation_count=0
export IMPL_drive_gt1_share_pct=44.8
export IMPL_lay_top_cells="buf_4 (9), dlygate4sd2_1 (6), nor2_1 (4), a21oi_1 (4), dfrtp_1 (4)"
export IMPL_cts_sinks=4
export IMPL_start_kind="input port"
export IMPL_r2r_start="data_out[3]$_DFFE_PN0P_"
export IMPL_clk_latency_ps=240
export IMPL_dpl_hpwl_microns=757
export IMPL_syn_to_final_growth_pct=111
export IMPL_rsz0062_at_grt="yes"
==> power breakdown <==
part | total [uW] | leakage (uW) | switching [uW] | internal, uW
Combinational | 157 | 0.000200 | 56.4 | 101
Sequential | 143 | 0.0000455 | 12.5 | 130
Clock | 152 | 0.0000138 | 56.0 | 96.5
==> metrics by stage <==
stage          cell area (sq um)  setup TNS, ps  worst slack [ps]  utilization, %
2_1_floorplan                309          -82.6             -82.6               -
3_3_place_gp                 547          -1190              -457            16.0
3_5_place_dp                 547          -1290              -473            16.0
4_1_cts                      603              0              4.89            17.7
5_1_grt                      609          -14.7             -14.7            17.8
6_report                     609              0              53.9            17.8
==> critical path: stages <==
cell           delay (ps)
dlygate4sd2_1         250
or4b_4                570
a2111oi_4             290
nand3b_1              140
==> area by class of cell <==
cell class / instances / share of cell area [%]
clock buffer: 3 / 3.70
inverter: 1 / 0.616
multi-input combinational: 25 / 36.3
sequential: 4 / 16.4
tap: 46 / 9.45
timing repair buffer: 25 / 33.5
==> Yosys cell counts <==
cell type / number
xnor2_1: 2
ha_1: 1
or3_1: 1
inv_1: 1
a21oi_1: 4
nor4_1: 1
nor2_1: 4
nand4b_1: 1
a31oi_1: 1
and3_1: 1
mux2i_1: 1
nor3_1: 1
o31ai_1: 1
dfrtp_1: 4
nand3b_1: 1
nand2b_1: 1
buf_1: 1
nand4_1: 1
or4b_4: 1
a2111oi_2: 1
o21a_1: 1
clkbuf_1: 1
==> cell families (layout without fill, tap and decap cells) <==
| group | count (synthesis) | in the layout | synth area share (%) |
|---|---|---|---|
| AND/OR/NAND/NOR | 13 | 13 | 28.1 |
| AND-OR/OR-AND | 8 | 8 | 19.5 |
| flip-flops | 4 | 4 | 34.6 |
| buffers and inverters | 3 | 29 | 3.89 |
| XOR/XNOR | 2 | 2 | 6.06 |
| adder cells (fa/ha/maj) | 1 | 1 | 4.33 |
| multiplexers | 1 | 1 | 3.46 |
==> worst max-delay path by stage <==
stage                              to  depth (start not counted)        from  slack, ps
CTS           data_out[3]$_DFFE_PN0P_                          4  data_in[1]          5
global route  data_out[2]$_DFFE_PN0P_                          7   alu_op[1]        -10
finish        data_out[3]$_DFFE_PN0P_                          4  data_in[0]         50
==> timing repair <==
item	4_1_cts	5_1_grt
gates cloned	0	0
buffers inserted	2	1
pin swaps	5	6
endpoints found under the setup margin	7	3
resized	16	10
==> layer usage <==
| layer | GRT usage, % | share of wire (%) |
|---|---|---|
| met1 | 4.60 | 53 |
| met2 | 3.53 | 31 |
| met3 | 2.27 | 14 |
| met4 | 0.352 | 1.1 |
| met5 | 0 | 0 |
No activity file was given, so power comes from the tool's default toggle rates.
